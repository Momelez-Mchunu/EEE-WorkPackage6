==> ./design.v <==
`timescale 1ns / 1ps
module CU (clk,rst, instr, result2, operand1, operand2, offset, opcode, sel1, sel3,w_r);
    parameter DATA_WIDTH = 8;  
    parameter ADDR_BITS = 5;  
    parameter INSTR_WIDTH =20; 
    input clk,rst;
    input [INSTR_WIDTH-1:0]instr;
    input [DATA_WIDTH-1:0] result2;
    output reg [DATA_WIDTH-1:0] operand1;
    output reg [DATA_WIDTH-1:0] operand2;
    output reg [DATA_WIDTH-1:0] offset;
    output reg [3:0] opcode;
    output reg sel1, sel3, w_r;
    reg [DATA_WIDTH-1:0] regfile [0:3];
    reg [INSTR_WIDTH-1:0]instruction;
    parameter RESET = 4'b0000;
    parameter DECODE = 4'b0001;
    parameter EXECUTE = 4'b0010;
    parameter MEM_ACCESS = 4'b0100;
    parameter WRITE_BACK = 4'b1000;
    reg [3:0] state = RESET;
    always @(posedge clk) begin
        instruction = instr;
        case (state)
            RESET : begin  
                if (instruction[19:18] == 2'b00)  begin
                    state = RESET; 
                    end else begin
                    state = DECODE;  
                    end
                regfile[0]<= 8'd0;
                regfile[1]<= 8'd1;
                regfile[2]<= 8'd2;
                regfile[3]<= 8'd3;
                operand1 <= #(DATA_WIDTH)'d0;
                operand2 <= #(DATA_WIDTH)'d0;
                offset <= #(DATA_WIDTH)'d0;
                opcode <= 4'b1111;
                sel1 <= 0;
                sel3 <= 0;
                w_r <= 0;
            end
            DECODE : begin  
                state = EXECUTE;  
                if (instruction[19:18] == 2'b1) begin  
                    operand1 <= regfile[instruction[15:14]];  
                    operand2 <= regfile[instruction[13:12]];  
                    offset <= instruction[11:4];
                    opcode <= instruction[3:0];
                   sel1 <= 1;
                    sel3 <= 0;
                    w_r <= 0;
                end else if (instruction[19:18] == 2'b10) begin  
                    operand1 <= regfile[instruction[15:14]];  
                    operand2 <= regfile[instruction[17:16]];  
                    offset <= instruction[11:4];
                    opcode <= instruction[3:0];
                    sel1 <= 0;  
                    sel3 <= 1;  
                    w_r <= 0;
                end else if (instruction[19:18] == 2'b11) begin  
                    operand1 <= regfile[instruction[15:14]];  
                    operand2 <= regfile[instruction[17:16]];  
                    offset <= instruction[11:4];
                    opcode <= instruction[3:0];
                    sel1 <= 0;  
                    sel3 <= 1;  
                    w_r <= 0;  
                end
            end
            EXECUTE: begin  
                state = MEM_ACCESS;  
                if (instruction[19:18] == 2'b01) begin  
                    state = WRITE_BACK;
                    operand1 <= regfile[instruction[15:14]];  
                    operand2 <= regfile[instruction[13:12]];  
                    offset <= instruction[11:4];
                    opcode <= instruction[3:0];
                    sel1 <= 1;
                    sel3 <= 0;
                    w_r <= 0;
                end else if (instruction[19:18] == 2'b10) begin  
                    operand1 <= regfile[instruction[15:14]];  
                    operand2 <= regfile[instruction[17:16]];  
                    offset <= instruction[11:4];
                    opcode <= instruction[3:0];
                    sel1 <= 0;  
                    sel3 <= 1;  
                    w_r <= 0;
                end else if (instruction[19:18] == 2'b11) begin  
                    operand1 <= regfile[instruction[15:14]];  
                    operand2 <= regfile[instruction[17:16]];  
                    offset <= instruction[11:4];
                    opcode <= instruction[3:0];
                    sel1 <= 0;  
                    sel3 <= 1;  
                    w_r <= 1;  
                end
            end
            MEM_ACCESS: begin  
                state = WRITE_BACK;  
                if (instruction[19:18] == 2'b10) begin  
                    operand1 <= regfile[instruction[15:14]];  
                    operand2 <= regfile[instruction[17:16]];  
                    offset <= instruction[11:4];
                    opcode <= instruction[3:0];
                    sel1 <= 0;  
                    sel3 <= 1;  
                    w_r <= 0;
                end else if (instruction[19:18] == 2'b11) begin  
                    state = DECODE;  
                    operand1 <= regfile[instruction[15:14]];  
                    operand2 <= regfile[instruction[17:16]];  
                    offset <= instruction[11:4];
                    opcode <= instruction[3:0];
                    sel1 <= 0;  
                    sel3 <= 1;  
                    w_r <= 0;  
                end
            end
            WRITE_BACK: begin  
                state = DECODE;  
                if (instruction[19:18] == 2'b01) begin  
                    regfile[instruction[17:16]] <= result2;  
                    operand1 <= regfile[instruction[15:14]];  
                    operand2 <= regfile[instruction[13:12]];  
                    offset <= instruction[11:4];
                    opcode <= instruction[3:0];
                    sel1 <= 1;
                    sel3 <= 0;
                    w_r <= 0;
                end else if (instruction[19:18] == 2'b10) begin  
                    regfile[instruction[17:16]] <= result2;  
                    operand1 <= regfile[instruction[15:14]];  
                    operand2 <= regfile[instruction[17:16]];  
                    offset <= instruction[11:4];
                    opcode <= instruction[3:0];
                    sel1 <= 0;  
                    sel3 <= 1;  
                    w_r <= 0;
                end else if  (instruction[19:18] == 2'b10) begin  
                  	 regfile[instruction[17:16]] <= result2;  
                    operand1 <= regfile[instruction[15:14]];  
                    operand2 <= regfile[instruction[17:16]];  
                    offset <= instruction[11:4];
                    opcode <= instruction[3:0];
                    sel1 <= 0;  
                    sel3 <= 1;  
                    w_r <= 1;
                end
            end
            default:  
            state = RESET;  
        endcase
    end
endmodule
==> ./run.sh <==
#!/bin/bash
# OpenROAD 26Q1-2900-gdf79404cd8, Yosys 0.63+post, stock flow scripts
make -C /OpenROAD-flow-scripts/flow DESIGN_CONFIG=/design/flow/config.mk WORK_HOME=/design/flow/orfs finish
==> ./config.mk <==
export PLATFORM = sky130hd
export DESIGN_NAME = CU
export DESIGN_NICKNAME = CU
export VERILOG_FILES = /design/flow/design.v
export SDC_FILE = /design/flow/constraint.sdc
export NUM_CORES = 4
export LEC_CHECK = 1
export CORE_UTILIZATION = 30
==> ./constraint.sdc <==
current_design CU

set clk_period 5.2
set clk_io_pct 0.2

create_clock -name clk0 -period $clk_period [get_ports {clk}]

set non_clock_inputs [all_inputs -no_clocks]
set_input_delay [expr $clk_period * $clk_io_pct] -clock clk0 $non_clock_inputs
set_output_delay [expr $clk_period * $clk_io_pct] -clock clk0 [all_outputs]
==> reports/metrics.csv <==
metric,value,unit
drv_slew,0,
fp_util,30.86,%
numCtsBuffers,9,
cts_root_buffer,clkbuf_16,
clock_skew,0.004505,ns
rr_startpoint,state[3]$_DFF_P_,
combPwrFrac,33.6,%
pwr-share-seq,43.2,%
antenna_found_initial,0,
setup_viol,0,
ctsHtreeMaxLevel,3,
drt_first_iter_violations,216,
ys_seq_share,55.97,%
area_growth,28.66,%
grt_pass1_vias,2492,
seq_area,0.001972,mm²
ff_type,edfxtp_1,
swShare,32.78,%
ant_nets,0,
io_pins,61,
rows,39,
reg2reg_depth,5,
synth.avg_cell_area,12.36,µm²
comb_area,0.001455,mm²
timing.reg2reg.setup_slack,2.36,ns
fin_ws,1.814,ns
clockPowerShare,23.2,%
viasPerCell,5.200,
crit_slowest_cell,mux2i_1,
slew_headroom,34.00,%
grt_use_total,14.90,%
dieHeight,110.4,µm
async_reset_ff_share,0,%
hpwl,5658,µm
worst_pin_slew,0.9824,ns
grt_overflow,0,
final_util,39.70,%
grt_max_degree,41,
dp_cells,475,
clock_latency,0.33,ns
switching_power,830.4,µW
cts_setup_buffers,0,
cts_tree,built,
num_antenna_cells,0,
ys_cells,285,
leakage,1.570,nW
start_kind,input port,
rsz0062_at_grt,false,
whs,0.5782,ns
cts.sink_count,67,
max_freq,295.3,MHz
finalClockPeriodUsage,65.12,%
ys_ff,67,
port_buffers,59,
wire_per_inst,16.61,µm
cp_data_arrival_time,3.57,ns
synth_warnings,1,
cp-end-kind,flop,
ys_area,0.003523,mm²
pre_cts_slack,1.526,ns
synthCells,285,
postCtsHoldBufs,0,
synth.distinct_cells,51,
cts.clk_slew.worst_paths,0.05,ns
power_density,558.9,mW/mm²
cp_cell_sequence,clkdlybuf4s50_1 > inv_1 > ha_1 > and2b_1 > o211ai_4 > mux2i_1 > a32oi_1 > nand4_1,
core_area,0.01142,mm²
die_area,0.01218,mm²
grt_pass1_wl,13030,µm
crit_start,instr[19],
dieWidth,110.4,µm
drc,0,
tool_warnings,31,
holdCritPathClass,reg2reg,
r2r_end,regfile[0][4]$_SDFFCE_PN0P_,
vias,2553,
n_fill_cell,1101,
status,finished clean,
stdcell_count,491,
crit_fanout,8,
netlist_area,0.003523,mm²
endpoint,operand2[4]$_DFFE_PP_,
hold_viol,0,
required,5.39,ns
power.total,2.533,mW
p_int,1.703,mW
cpPeakStageDelay,0.81,ns
max-vdd-ir-drop,0.2549,mV
drt_pass1_iterations,4,
fin_area,0.004533,mm²
drive_gt1_share,11.49,%
place_congestion,0.8642,
fin_crit,3.386,ns
fin_tns_setup,0,ns
post_cts_resized,0,
dpl-instance-area,0.004238,mm²
crit_type,in2reg,
max-cap-violations,0,
clk_path_buf_depth,2,
routed_wirelength,8157,µm
edf_count,63,
==> flip-flops by register name, summed over array words and instances, names as in the netlist <==
register	count
offset	8
opcode	4
operand1	8
operand2	8
regfile	32
sel1	1
sel3	1
state	4
w_r	1
==> worst max-delay path, delay by kind of cell <==
family                     cells  cell delay [ns]
and+or+nand+nor                2             0.41
buffers and inverters          2             0.65
adders and majority gates      1             0.29
muxes                          1             0.81
AOI/OAI and AO/OA              2             0.37
==> power groups by stage <==
| stage | combinational (mW) | sequential [mW] | clock, mW |
|---|---|---|---|
| CTS | 0.861 | 1.09 | 0.603 |
| global route | 0.947 | 1.13 | 0.630 |
| finish | 0.850 | 1.10 | 0.588 |
==> cell usage after synthesis, types with 2 or more instances <==
cell	number	area share, %
o22ai_1	2	0.36
a22o_1	8	2.0
o21ai_0	12	1.7
a221o_1	4	1.1
buf_1	2	0.21
edfxtp_1	63	54
a21o_1	3	0.64
nor3b_2	2	0.71
dfxtp_1	4	2.3
o21ai_1	2	0.28
nand3_1	24	3.4
a32oi_1	7	1.7
mux2i_1	2	0.57
o21a_1	2	0.43
nor2_1	6	0.64
nand4_1	7	1.2
nor3_1	7	0.99
ha_1	6	2.1
and2_1	28	5.0
buf_6	2	0.64
a21oi_1	15	2.1
mux2i_2	2	0.78
o32a_1	2	0.57
nand2b_1	10	1.8
inv_1	5	0.53
nand2_1	16	1.7
buf_2	10	1.4
xnor2_1	2	0.50
mux4_2	8	5.1
==> layout make-up <==
type,instances,share of cell area [%]
timing repair buffer,62,13.52
clock buffer,10,5.051
sequential,67,43.50
inverter,5,0.4140
multi-input combinational,198,32.10
tap,143,3.947
clock inverter,6,1.463
==> kinds of logic (layout without fill, tap and decap cells) <==
group	count (synthesis)	in the layout	synth area share (%)
multiplexers	13	13	6.783
XOR/XNOR	3	3	0.9590
AND-OR/OR-AND	68	68	13.96
buffers and inverters	20	83	3.019
flip-flops	67	67	55.97
adder cells (fa/ha/maj)	6	6	2.131
AND/OR/NAND/NOR	108	108	17.19
==> layout by cell type (no fill, tap or decap), drive strengths merged, types with 2 or more instances in the layout <==
master	netlist	layout
a21o	3	3
a21oi	16	16
a221o	4	4
a22o	8	8
a32oi	7	7
and2	28	28
buf	15	3
clkbuf	0	10
clkdlybuf4s50	0	59
clkinv	0	2
clkinvlp	0	3
dfxtp	4	4
edfxtp	63	63
ha	6	6
inv	5	5
mux2i	4	4
mux4	8	8
nand2	16	16
nand2b	10	10
nand3	24	24
nand4	7	7
nor2	7	7
nor3	8	8
nor3b	3	3
o21a	2	2
o21ai	14	14
o22ai	2	2
o32a	2	2
xnor2	2	2
==> layer usage <==
layer  GRT usage, %  vias up  part of all wire (%)
met5              0        -                     0
met4          2.350        0                   1.2
met3          3.895        9                   7.7
met2          22.80       95                    46
met1          22.81     1216                    45
li1               -     1233                     -
==> how the worst min path moves through the flow <==
| stage | cells past startpoint | start | end |
|---|---|---|---|
| after global routing | 1 | operand1[7]$_DFFE_PP_ | operand1[7]$_DFFE_PP_ |
| after CTS | 1 | operand1[2]$_DFFE_PP_ | operand1[2]$_DFFE_PP_ |
| final | 1 | operand1[2]$_DFFE_PP_ | operand1[2]$_DFFE_PP_ |
No activity file was given, so power comes from the tool's default toggle rates.
